[flow/design.v]
module alu(A,B,acl,y);  
input [31:0]  A,B;
input [3:0] acl;
output reg [31:0] y;
always@(A,B,acl)
begin
  case(acl)
     4'b0000: y=A&B;
     4'b0001: y=A|B;
     4'b0010: y= A+B;
     default: y=0;
   endcase  
end
endmodule
[flow/config.mk]
export PLATFORM = sky130hd
export DESIGN_NAME = alu
export DESIGN_NICKNAME = alu
export VERILOG_FILES = /design/flow/design.v
export SDC_FILE = /design/flow/constraint.sdc
export NUM_CORES = 4
export LEC_CHECK = 1
export CORE_UTILIZATION = 30
[flow/run.sh]
#!/bin/bash
# OpenROAD 26Q1-2900-gdf79404cd8, Yosys 0.63+post, stock flow scripts
make -C /OpenROAD-flow-scripts/flow DESIGN_CONFIG=/design/flow/config.mk WORK_HOME=/design/flow/orfs finish
[flow/constraint.sdc]
current_design alu

set clk_period 15.8
set clk_io_pct 0.2

create_clock -name clk0 -period $clk_period

set non_clock_inputs [all_inputs -no_clocks]
set_input_delay [expr $clk_period * $clk_io_pct] -clock clk0 $non_clock_inputs
set_output_delay [expr $clk_period * $clk_io_pct] -clock clk0 [all_outputs]
==> flow_summary.json <==
{
  "status": "completed",
  "antenna_found_initial": 0,
  "crit_path_end_kind": "output pin",
  "critPathLaunchType": "primary input",
  "wl_mm": 7.21,
  "synth_cell_types": 42,
  "grt_pass1_wl_mm": 12.0,
  "antennaDiodeCount": 0,
  "switchingPower_mw": 0.0532,
  "die_area_um2": 9380,
  "cp_max_fo": 4,
  "p_leak_nw": 1.87,
  "ys_seq_share_pct": 0,
  "rsz0062_at_grt": "no",
  "hold_class": "primary input to output pin",
  "seq_area_um2": 0,
  "finalSetupTns_ps": 0,
  "min_period_ps": 9830,
  "first_pass_iters": 4,
  "seq_cells": 0,
  "post_cts_buffers": 0,
  "cts_hold_buf": 0,
  "crit_buf_inv": 2,
  "avgSynthCellArea_um2": 7.01,
  "dr_total_vias": 2876,
  "row_count": 34,
  "drive_above_1_share_pct": 3.14,
  "gp_congestion": 0.843,
  "hold_viol_final": 0,
  "p_comb_share_pct": 100.0,
  "maxCapViolCount": 0,
  "setup_viol": 0,
  "warning_count": 64,
  "overflow": 0,
  "viasPerCell": 4.91,
  "peakVddDrop_mv": 0.0123,
  "clkPwrFrac_pct": 0,
  "required_ps": 12640,
  "nClkBuffers": 0,
  "slowest_delay_ps": 500,
  "critical_path.cell_chain": "clkdlybuf4s50_1 -> ha_1 -> fa_1 -> a21o_1 -> a2111oi_4 -> o221ai_2 -> a211oi_4 -> o21ai_2 -> a41oi_2 -> o21ai_2 -> xnor2_1 -> o221ai_1 -> clkdlybuf4s50_1",
  "grt_start_max_net_pins": 23,
  "tightest_slew_ps": 482,
  "yosys_area_um2": 2700,
  "ys_cells": 385,
  "final_cell_mix": "clkdlybuf4s50_1 (100), inv_1 (69), ha_1 (64)",
  "detail-route-antenna-nets": 0,
  "syn_area_um2": 2700,
  "finalCritPeriodShare_pct": 62.2,
  "p_seq_share_pct": 0,
  "internal_power_mw": 0.0584,
  "initCoreUtil_pct": 30.9,
  "fmax_ghz": 0.102,
  "max-slew-margin-rel_pct": 67.8,
  "die_y_um": 96.8,
  "ctsResizeCount": 0,
  "port_buffers": 100,
  "grt.total_usage_pct": 14.9,
  "die_x_um": 96.8,
  "wl_per_cell_um": 12.3,
  "crit_family": "AND-OR/OR-AND gates",
  "layout.cells.most_common": "clkdlybuf4s50_1",
  "drt-initial-drc-count": 80,
  "cpMaxStageDelayCell": "clkdlybuf4s50_1",
  "ys_warn_count": 1,
  "holdWs_ps": 7420,
  "syn2layout_area_growth_pct": 41.9,
  "drc": 0,
  "core_area_um2": 8720,
  "dp_hpwl_mm": 6.11,
  "powerDensity_nw_per_um2": 29.1,
  "io_pins": 100,
  "swShare_pct": 47.7,
  "critPathArrivalTime_ps": 6670,
  "grt_pass1_vias": 2693,
  "path_class": "primary input to output pin",
  "syn_inst": 385,
  "slew_violations": 0
}
stage by stage:
step                total power, mW  setup WS (ps)  instance area [µm²]  instances  util (%)
floorplan                    0.0691           7160                 2700        385         -
detailed placement            0.112           5930                 3830        586      43.9
global route                  0.124           5720                 3830        586      43.9
finish                        0.112           5970                 3830        586      43.9
global placement              0.111           5970                 3830        586      43.9
CTS                           0.113           5910                 3830        586      43.9
cells by family (layout without fill, tap and decap cells):
family                   Yosys count  after routing  share of synthesized area [%]
buffers and inverters             80            173                           11.1
AND-OR/OR-AND                    123            123                           34.8
XOR/XNOR                          29             29                           9.41
AND/OR/NAND/NOR                   88             88                           14.3
adder cells (fa/ha/maj)           65             65                           30.4
synthesized netlist by cell type, types with 2 or more instances:
| cell type | number | area share (%) |
|---|---|---|
| a211oi_1 | 3 | 0.83 |
| a211oi_2 | 2 | 0.93 |
| a21o_1 | 25 | 7.0 |
| a21oi_1 | 26 | 4.8 |
| a22oi_1 | 2 | 0.56 |
| a31oi_1 | 4 | 0.93 |
| and2_1 | 2 | 0.46 |
| and4_1 | 2 | 0.65 |
| clkbuf_1 | 11 | 1.5 |
| ha_1 | 64 | 30 |
| inv_1 | 69 | 9.6 |
| nand2_1 | 45 | 6.3 |
| nand2b_1 | 2 | 0.46 |
| nand3_1 | 5 | 0.93 |
| nand4_1 | 3 | 0.70 |
| nor2_1 | 20 | 2.8 |
| nor2b_1 | 3 | 0.70 |
| nor3_1 | 2 | 0.37 |
| nor4_1 | 2 | 0.46 |
| o211ai_1 | 2 | 0.56 |
| o21a_1 | 2 | 0.56 |
| o21ai_0 | 7 | 1.3 |
| o21ai_1 | 2 | 0.37 |
| o21ai_2 | 2 | 0.65 |
| o21bai_1 | 5 | 1.4 |
| o221ai_1 | 29 | 9.4 |
| o31ai_1 | 2 | 0.56 |
| xnor2_1 | 19 | 6.2 |
| xor2_1 | 10 | 3.2 |
per-layer routing:
layer	vias up	wire length (µm)	global-route usage (%)
met3	0	268	0.882
met2	62	3420	26.9
met5	-	0	0
met1	1276	3530	20.9
li1	1538	-	-
met4	0	0	0
area by class of cell:
type	count	area (µm²)
Timing Repair Buffer	104	1030
Multi-Input combinational cell	305	2400
Tap cell	108	135
Fill cell	872	4890
Inverter	69	259
worst paths after layout:
check  cells past startpoint  start  slack (ps)    end
max                       13   A[0]        5970  y[30]
min                        5   B[0]        7420   y[0]
power by group through the flow:
stage / registers [mW] / clock network (mW) / logic, mW
5_1_grt: 0 / 0 / 0.124
6_report: 0 / 0 / 0.112
4_1_cts: 0 / 0 / 0.113
No activity file was given, so power comes from the tool's default toggle rates.

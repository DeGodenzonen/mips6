===== ./config.mk =====
export PLATFORM = sky130hd
export DESIGN_NAME = rr_ex
export DESIGN_NICKNAME = rr_ex
export VERILOG_FILES = /design/flow/design.v
export SDC_FILE = /design/flow/constraint.sdc
export NUM_CORES = 4
export LEC_CHECK = 1
export CORE_AREA = 10 10 167 167
export DIE_AREA = 0 0 177 177

===== ./constraint.sdc =====
current_design rr_ex

set clk_period 1.0
set clk_io_pct 0.2

create_clock -name clk0 -period $clk_period [get_ports {clk}]

set non_clock_inputs [all_inputs -no_clocks]
set_input_delay [expr $clk_period * $clk_io_pct] -clock clk0 $non_clock_inputs
set_output_delay [expr $clk_period * $clk_io_pct] -clock clk0 [all_outputs]

===== ./design.v =====
`timescale 1ns / 1ps
module rr_ex(input clk,input reset,
             input [31:0] Read_Data_1,
             output reg [31:0]  Read_Data_1_rr_ex,
             input [31:0] Read_Data_2,
             output reg [31:0]  Read_Data_2_rr_ex, 
             input [4:0]  dstn,
             output reg [4:0] dstn_rr_ex,
             input [31:0] extended_id_rr,
             output reg [31:0] extended_rr_ex,          
             input [5:0] funct_id_rr,
             output reg [5:0] funct_rr_ex,
             input jump_id_rr,
             output reg jump_rr_ex,
             input MemRead_id_rr,
             output reg MemRead_rr_ex,
             input MemWrite_id_rr,
             output reg MemWrite_rr_ex ,
             input ALUSrc_id_rr,
             output reg ALUSrc_rr_ex,
             input [1:0] ALUOp_id_rr,
             output reg [1:0] ALUOp_rr_ex,
             input MemtoReg_id_rr,
             output reg MemtoReg_rr_ex,
             input RegWrite_id_rr,
             output reg RegWrite_rr_ex,
             input [4:0] rs_id_rr,
             output reg [4:0] rs_rr_ex,
             input [4:0] rt_id_rr,
             output reg [4:0] rt_rr_ex);
 always@(posedge clk)
 begin
 if(reset==0)
   begin
         Read_Data_1_rr_ex<=0;
         Read_Data_2_rr_ex<=0;
         dstn_rr_ex<=0;
         extended_rr_ex<=0;
         funct_rr_ex<=0; 
         jump_rr_ex<=0;
         MemRead_rr_ex<=0;
         MemWrite_rr_ex<=0 ;
         ALUSrc_rr_ex<= 0;     
         ALUOp_rr_ex<=0;
         MemtoReg_rr_ex<=0;
         RegWrite_rr_ex<=0;
         rs_rr_ex<=0;
         rt_rr_ex<=0;
    end
  else
  begin
         Read_Data_1_rr_ex<= Read_Data_1;
         Read_Data_2_rr_ex<= Read_Data_2;
         dstn_rr_ex<=dstn;
         extended_rr_ex<=extended_id_rr; 
         funct_rr_ex<= funct_id_rr; 
         jump_rr_ex<=jump_id_rr;
         MemRead_rr_ex<=MemRead_id_rr;
         MemWrite_rr_ex<=MemWrite_id_rr;
         ALUSrc_rr_ex<= ALUSrc_id_rr;     
         ALUOp_rr_ex<=ALUOp_id_rr;
         MemtoReg_rr_ex<=MemtoReg_id_rr;
         RegWrite_rr_ex<=RegWrite_id_rr;
          rs_rr_ex<=rs_id_rr;
         rt_rr_ex<=rt_id_rr;
 end        
end  
endmodule

===== ./run.sh =====
#!/bin/bash
# OpenROAD 26Q1-2900-gdf79404cd8, Yosys 0.63+post, stock flow scripts
make -C /OpenROAD-flow-scripts/flow DESIGN_CONFIG=/design/flow/config.mk WORK_HOME=/design/flow/orfs finish

==> commit_impl_results.txt <==
Log flow metrics for this revision

* Ant diodes: 0
- After detailed placement, the total cell area comes to roughly 0.0063 mm².
- Most common flop cell mapped by yosys: sky130_fd_sc_hd__dfxtp_1
- Mapped Avg Cell Area: 12.88 µm²
- Top layer used by detailed routing: met5
- Final Cell Area: between 0.006 and 0.007 mm²
- Maximum resistive drop on vdd: 812.7 µV
* Min-Delay Path Class: in -> reg
- The via count of the first global-routing pass came to about 2,800.
- The root buffer cell chosen for the clock tree is sky130_fd_sc_hd__clkbuf_16.
- In this run the horizontal extent of the chip is 177 µm.
* Tool warnings: 27
- Family of cells with the greatest summed delay on the critical path: flip-flops
* End point of the worst hold path: Read_Data_2_rr_ex[12]
- Number of buffers between clock root and the deepest sink: 2
- The HPWL after detailed placement is 9746 µm.
- Area growth, synth to finish: 86.63%
- Of the synthesized area, sequential elements account for about three quarters.
* WP buf/inv: 1
- I/O pin cnt: 252
- In the global route stage, overall resource usage came out at under 10%.
* Total length of routed met3 wires: about 2200 µm
* Number of nets with antenna violations after detailed routing: 0
- Post-route period utilization is reported as 109.4%.
- CTS added clock buffers totalling 17.
- Vertical die dimension: 177 µm
- Antenna violations before repair: 2
- Cell count after synthesis: 263
- Number of hold violations in the final report: 0
- In the Yosys report the total cell count is roughly 260.
* Count of cells along the worst hold path: 2
* I/O Buffers: around 250
* Data required, critical path: 0.80 ns
- Vias after detailed routing: 2,644
* Synth area leader: sky130_fd_sc_hd__dfxtp_1
- After synthesis the netlist holds a flip-flop and latch count of between 100 and 150.
- Headroom to the max-slew limit came out at 85.59%.
- Share of flip-flops with an asynchronous set or reset: 0%
- In the log, the iteration count for the first detailed-route pass is 2.
- The region available for standard cell placement spans around 0.024 mm².
- Crit path max-delay cell type: sky130_fd_sc_hd__dfxtp_4
- The chip area line in the Yosys stat output reads 0.003387 mm².
* Core utilization at floorplan: ~14%
- Counting instances in the post-synthesis netlist gives the leading cell types as sky130_fd_sc_hd__and2_1, sky130_fd_sc_hd__dfxtp_1, sky130_fd_sc_hd__buf_2.
- Failing checks: negative setup slack
* Cell Rows: ~57
- Violation count after the first detailed-routing iteration: ~65
- STA classifies the critical path endpoint as an output pin.
- For this run, the final setup violation count is recorded as 39.
- Cell breakdown of the critical path: buf_6
- Highest Clock Rate: 0.9143 GHz
- Power spread over the standard cell area amounts to 2085 mW/mm².
- The clock H-tree reported by CTS has 4 levels.
* Count of flip-flops with a built-in enable after synthesis: 0
- Wire segments on met2 add up to 4905 µm in the final route.
- Maximum net fanout on the critical path: 1
- Before any placement, the netlist area is recorded as 0.003387 mm².
* Routability congestion estimate from global placement: ~0.79
* Type of element launching the critical path: register
- Timing startpoint of the critical path: Read_Data_2_rr_ex[12]
- Cells with a size suffix above 1 make up 31.96% of the layout.
* Utilization of the core after routing: 25.99%
* Clock net sink count: around 130
- The transition time recorded at the tightest slew-check pin is 0.2162 ns.
- Min-delay src: reset
- Worst path setup slack after routing: -0.09377 ns
- STA puts the critical path data arrival time at between 0.8 and 0.9 ns.
* Yosys warnings: 1
- On the reported timing paths, the clock transition at the registers reads 0.05 ns.
- Max-cap check violation count: 0
* Wirelength, routed: 12,320 µm
- CTS Hold Buffers Added: 0
* Via density per instance: slightly above 3
- By startpoint and endpoint, the worst setup path is classified as reg -> out.
- The global route stage reports its total congestion overflow as 0.
- Outcome: finished with violations
* Fraction of post-synthesis cell area in the top cell type by area: between 70% and 80%
* Max-slew violation count: 0
- In this run the full chip footprint comes out at 0.03133 mm².
- The leakage component of the power was reported as 2.823 nW.
- Max incr delay on CP: 0.39 ns
- Maximum number of pins on one net before global-route repair: 62
* Minimum clock period: 1.094 ns
- TritonCTS clock tree: built
* First-pass GRT wire length: between 15,000 and 20,000 µm
* M1 WL: 5097 µm
- Distinct cell type count after synthesis: 4
- The script parses the final routing iteration and logs DRC violations as 0.
- Cell types occupying the most area after synthesis: sky130_fd_sc_hd__dfxtp_1, sky130_fd_sc_hd__and2_1, sky130_fd_sc_hd__buf_6
* WL per Instance: approximately 14 µm
- RSZ-0062 raised after global routing: true
## sequential cells by signal (all words and copies together) (netlist names), 2 cells and up
name,cells
rs_rr_ex,5
ALUOp_rr_ex,2
extended_rr_ex,32
rt_rr_ex,5
dstn_rr_ex,5
Read_Data_2_rr_ex,32
funct_rr_ex,6
Read_Data_1_rr_ex,32
## metal layers
metal	vias up	track usage, %
met2	180	10.76
met1	1139	9.365
met4	2	0.8757
met3	7	5.937
li1	1316	-
met5	-	0
## power by group
group,switching [mW],leakage [nW],internal [mW]
Sequential,0.0598,1.05,5.26
Clock,2.16,0.322,4.73
Combinational,0.241,1.45,0.734
## how the worst max path moves through the flow
stage	end	slack, ns	cells after the start
CTS	Read_Data_2_rr_ex[12]	-0.13	1
global route	Read_Data_2_rr_ex[12]	-0.13	1
finish	Read_Data_2_rr_ex[12]	-0.09	1
## through the flow
| step | hold WS (ns) | setup slack (ns) | total power, mW | cells | TNS (ns) |
|---|---|---|---|---|---|
| floorplan | 0.3217 | 0.3341 | 5.573 | 263 | 0 |
| global placement | 0.6045 | -0.2279 | 6.677 | 829 | -0.3909 |
| detailed placement | 0.5989 | -0.2147 | 6.679 | 829 | -0.3506 |
| CTS | 0.1522 | -0.1254 | 13.49 | 859 | -4.411 |
| global route | 0.1492 | -0.1314 | 13.81 | 859 | -6.514 |
| finish | 0.1590 | -0.09377 | 13.18 | 859 | -0.4890 |
## repair_timing
| item | CTS | global route |
|---|---|---|
| setup buffers | 0 | 0 |
| resized | 407 | 8 |
| endpoints found under the setup margin | 125 | 125 |
## layout by cell type (no fill, tap or decap)
| cell type | n |
|---|---|
| sky130_fd_sc_hd__and2_1 | 125 |
| sky130_fd_sc_hd__clkdlybuf4s50_1 | 125 |
| sky130_fd_sc_hd__buf_2 | 123 |
| sky130_fd_sc_hd__dfxtp_1 | 112 |
| sky130_fd_sc_hd__clkbuf_16 | 17 |
| sky130_fd_sc_hd__dfxtp_2 | 12 |
| sky130_fd_sc_hd__clkbuf_8 | 5 |
| sky130_fd_sc_hd__bufinv_16 | 5 |
| sky130_fd_sc_hd__buf_6 | 3 |
| sky130_fd_sc_hd__clkbuf_1 | 2 |
| sky130_fd_sc_hd__buf_4 | 2 |
| sky130_fd_sc_hd__buf_12 | 2 |
| sky130_fd_sc_hd__dfxtp_4 | 1 |
| sky130_fd_sc_hd__clkinv_2 | 1 |
## layout make-up
cell class	instances	area (µm²)
Multi-Input combinational cell	125	782.0
Clock buffer	24	501.7
Clock inverter	6	155.1
Timing Repair Buffer	255	1956
Tap cell	324	405.4
Sequential cell	125	2521
Fill cell	2588	18000
## cells by family after synthesis
kind of cell	after synthesis	share of synthesized area, %
AND/OR/NAND/NOR	125	23.09
flip-flops	125	73.88
buffers and inverters	13	3.029
Power figures rest on the tool's default switching activity, not on a simulated workload.

<file path="design.v">
module registerfile(
input [4:0] Read_Reg_Num_1,
input [4:0] Read_Reg_Num_2,
input [4:0] Write_Reg_Num,
input [31:0] Write_Data,
output reg [31:0] Read_Data_1, 
output reg [31:0] Read_Data_2,
input RegWrite_mm_wb,
input reset);
reg [31:0]regMeomry[31:0];
always @(*)
begin
    if (reset==0)
      begin
        regMeomry[0]= 32'd0; regMeomry[1]= 32'd0;
        regMeomry[2]= 32'd0; regMeomry[3]= 32'd3;
        regMeomry[4]= 32'd0; regMeomry[5]= 32'd5;
        regMeomry[6]= 32'd6; regMeomry[7]= 32'd7;
        regMeomry[8]= 32'd0; regMeomry[9]= 32'd0;
        regMeomry[10]= 32'd0; regMeomry[11]= 32'd0;
        regMeomry[12]= 32'd0; regMeomry[13]= 32'd0;
        regMeomry[14]= 32'd0; regMeomry[15]= 32'd0;
        regMeomry[16]= 32'd0; regMeomry[17]= 32'd0;
        regMeomry[18]= 32'd0; regMeomry[19]= 32'd0;
        regMeomry[20]= 32'd0; regMeomry[21]= 32'd0;
        regMeomry[22]= 32'd0; regMeomry[23]= 32'd0;
        regMeomry[24]= 32'd0; regMeomry[25]= 32'd0;
        regMeomry[26]= 32'd0; regMeomry[27]= 32'd0;
        regMeomry[28]= 32'd0; regMeomry[29]= 32'd0;
        regMeomry[30]= 32'd0; regMeomry[31]= 32'd0;
        regMeomry[32]= 32'd0;  
      end
   else
    begin
      if (RegWrite_mm_wb)
         regMeomry[Write_Reg_Num] <= Write_Data;
    end 
end
always @(*)    
begin
    Read_Data_1 <= regMeomry[Read_Reg_Num_1];
    Read_Data_2 <= regMeomry[Read_Reg_Num_2];  
end
endmodule
</file>
<file path="run.sh">
#!/bin/bash
# OpenROAD 26Q1-2900-gdf79404cd8, Yosys 0.63+post, stock flow scripts
make -C /OpenROAD-flow-scripts/flow DESIGN_CONFIG=/design/flow/config.mk WORK_HOME=/design/flow/orfs finish
</file>
<file path="config.mk">
export PLATFORM = sky130hd
export DESIGN_NAME = registerfile
export DESIGN_NICKNAME = registerfile
export VERILOG_FILES = /design/flow/design.v
export SDC_FILE = /design/flow/constraint.sdc
export NUM_CORES = 4
export LEC_CHECK = 1
export CORE_UTILIZATION = 40
</file>
<file path="constraint.sdc">
current_design registerfile

set clk_period 14.6
set clk_io_pct 0.2

create_clock -name clk0 -period $clk_period

set non_clock_inputs [all_inputs -no_clocks]
set_input_delay [expr $clk_period * $clk_io_pct] -clock clk0 $non_clock_inputs
set_output_delay [expr $clk_period * $clk_io_pct] -clock clk0 [all_outputs]
</file>
==> run_results.csv <==
group,metric,value,unit
run_status,status,"complete, no violations",
synth,synth_area,32700,µm²
setup_path,cp_slowest_stage_delay,0.77,ns
final_timing,rsz0062_at_grt,"no",
synth,synth-async-reset-ratio,0,
final_timing,fmax,0.0976,GHz
pwr,power.total,0.873,mW
pwr,internal-power,0.354,mW
final_timing,tightest_slew,1.17,ns
final_layout,fillers,8038,
grt,gr-total-overflow,0,
grt,grt_pass1_vias,35900,
flow_run,cap_violations,0,
setup_path,critPathRequiredTime,11.68,ns
final_timing,post-route-period-util,0.702,
grt,antenna_found_initial,16,
final_timing,untimed_endpoints,1024,
final_layout,regMostFlops,"regMeomry",
synth,edf_count,0,
synth,ys_seq_elements,1024,
final_timing,finalSetupViolCount,0,
final_timing,finalSetupTns,0,ns
min_path,hp-start,"Read_Reg_Num_2[2]",
floorplan,fp_util,0.405,
floorplan,die_w,288,µm
floorplan,std_cell_rows,104,
floorplan,die_area,83000,µm²
floorplan,die_h,288,µm
setup_path,path_cells,"clkdlybuf4s50_1, buf_4, and2_4, buf_12, buf_4, nand3_1, nand4_1, nor4_1, a21oi_1, clkdlybuf4s50_1",
synth,synth_cells,4087,
final_timing,slew_headroom,0.211,
synth,yosysTopAreaCell,"dlxtn_1",
drt,vias_per_cell,7.45,
final_timing,layout_min_cycle_time,10.24,ns
synth,common_cells,"1376 x nand3_1, 1024 x dlxtn_1, 351 x nand4_1",
setup_path,critical_path.slowest_cell,"buf_4",
synth,yosys_cells,4087,
grt,grt_pass1_wl,266,mm
drt,wl_per_cell,37.5,µm
setup_path,critPathKind,"input port to output port",
synth,most_common_cell,"nand3_1",
final_timing,unclocked_regs,1024,
pwr,leakagePower,14.4,nW
clock_tree,post-cts-setup-buffers,0,
placed_design,portBuffers,113,
synth,syn-mean-instance-area,8.01,µm²
pwr,netSwitchingFraction,0.594,
setup_path,crit_buf_inv,5,
synth,ys_warn_count,2,
grt,grt_usage,0.465,
synth,ys_types,79,
setup_path,crit_family,"buffers and inverters",
setup_path,cp.depth,10,
clock_tree,post_cts_hold_buffer_count,0,
synth,ys.flop_type,"dlxtn_1",
drt,ant_nets,0,
pwr,ir_drop,0.0201,mV
placed_design,post-dp-hpwl,110,mm
clock_tree,cts-resized-gates,0,
drt,wirelength,190,mm
drt,drc,0,
final_layout,drive_gt1_frac,0.0755,
grt,grt_start_max_net_pins,134,
final_layout,largest_registers,"regMeomry x1024",
setup_path,cp_data_arrival_time,7.32,ns
synth,top_area_frac,0.470,
pwr,power.switching,0.518,mW
final_layout,areaGrowthSynthToFinish,7.86,%
final_timing,hold_violations,0,
floorplan,ios,113,
final_layout,largest_reg_flops,1024,
synth,yosysChipArea,32700,µm²
setup_path,start_kind,"input port",
min_path,hold_path_end,"Read_Data_2[10]",
placed_design,gp_congestion,1.08,
synth,area_leaders,"dlxtn_1 47%, nand3_1 21%, nand4_1 6.7%, a22oi_1 2.8%, clkbuf_1 2.5%",
drt,drt_pass1_iterations,14,
drt,num_vias,37800,
floorplan,core_area,80800,µm²
min_path,holdPathStages,4,
setup_path,end_kind,"output port",
flow_run,log.warning_count,57,
pwr,power.density,24.7,nW/µm²
final_timing,final-max-slew-violation-count,0,
min_path,hold_path.class,"input port to output port",
drt,drt_iter0_markers,5541,
setup_path,critPathMaxFanout,133,
==> layer usage <==
layer / share of wire / track usage
met3: 0.19 / 0.273
met5: 0.0011 / 0.00756
met1: 0.33 / 0.567
met2: 0.39 / 0.622
met4: 0.086 / 0.299
==> area by class of cell <==
type / instances / area (µm²) / share of cell area
Antenna cell: 23 / 57.6 / 0.00163
Inverter: 8 / 30.0 / 0.000851
Multi-Input combinational cell: 2655 / 15900 / 0.450
Sequential cell: 1024 / 15400 / 0.436
Tap cell: 1060 / 1330 / 0.0376
Timing Repair Buffer: 301 / 2620 / 0.0742
==> worst max-delay path by stage <==
| stage | endpoint | start |
|---|---|---|
| finish | Read_Data_1[10] | Read_Reg_Num_1[4] |
| global route | Read_Data_1[10] | Read_Reg_Num_1[4] |
| CTS | Read_Data_1[0] | Read_Reg_Num_1[4] |
==> stage by stage <==
step / setup slack [ns] / util / instances / instance area [µm²] / hold WS [ns]
after floorplan: 7.27 / - / 4087 / 32700 / 6.15
after global placement: 4.60 / 0.436 / 5048 / 35200 / 6.69
after detailed placement: 4.62 / 0.436 / 5048 / 35200 / 6.70
after CTS: 4.61 / 0.436 / 5048 / 35200 / 6.70
after global routing: 4.31 / 0.436 / 5051 / 35300 / 6.76
final: 4.36 / 0.437 / 5071 / 35300 / 6.73
==> tightest hold or removal path, cell delays in order <==
cell and delay, ns:
buf_4 0.18, nand2_1 0.09, a31oi_1 0.18, clkdlybuf4s50_1 0.42
==> cells in the final DEF (no fill, tap or decap), drive strengths merged, types with 29 or more instances in the layout <==
master	count
nand3	1378
dlxtn	1024
nand4	351
buf	194
a22oi	120
clkdlybuf4s50	107
nor2	99
nor4	84
and3	66
a21oi	59
and2	42
mux2i	39
a22o	32
nor3	29
==> cells by family (layout without fill, tap and decap cells) <==
logic type / count (synthesis) / after routing / share of synthesized area
and+or+nand+nor: 2175 / 2175 / 0.359
latches: 1024 / 1024 / 0.470
AOI/OAI and AO/OA: 423 / 423 / 0.0971
buffers and inverters: 408 / 309 / 0.0553
muxes: 57 / 57 / 0.0186
other: 0 / 23 / 0
Power and IR drop assume default switching activity.
